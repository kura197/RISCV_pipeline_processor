==> flow/design.v <==
module mux2 #(parameter WIDTH=32)
(
    input logic sel,
    input logic [WIDTH-1:0] in0,
    input logic [WIDTH-1:0] in1,
    output logic [WIDTH-1:0] out
);
assign out = sel ? in1 : in0;
endmodule
module mux4 #(parameter WIDTH=32)
(
    input logic [1:0] sel,
    input logic [WIDTH-1:0] in0,
    input logic [WIDTH-1:0] in1,
    input logic [WIDTH-1:0] in2,
    input logic [WIDTH-1:0] in3,
    output logic [WIDTH-1:0] out
);
logic [WIDTH-1:0] d0, d1;
mux2 #(
    .WIDTH(WIDTH)
) mux2_0 (
    .sel(sel[0]),
    .in0(in0),
    .in1(in1),
    .out(d0)
);
mux2 #(
    .WIDTH(WIDTH)
) mux2_1 (
    .sel(sel[0]),
    .in0(in2),
    .in1(in3),
    .out(d1)
);
mux2 #(
    .WIDTH(WIDTH)
) mux2_2 (
    .sel(sel[1]),
    .in0(d0),
    .in1(d1),
    .out(out)
);
endmodule
==> flow/run.sh <==
#!/bin/bash
# OpenROAD 26Q1-2900-gdf79404cd8, Yosys 0.63+post, stock flow scripts
make -C /OpenROAD-flow-scripts/flow DESIGN_CONFIG=/design/flow/config.mk WORK_HOME=/design/flow/orfs finish
==> flow/config.mk <==
export PLATFORM = sky130hd
export DESIGN_NAME = mux4
export DESIGN_NICKNAME = mux4
export VERILOG_FILES = /design/flow/design.v
export SDC_FILE = /design/flow/constraint.sdc
export NUM_CORES = 4
export LEC_CHECK = 1
export CORE_AREA = 10 10 76 76
export DIE_AREA = 0 0 86 86
==> flow/constraint.sdc <==
current_design mux4

set clk_period 1.1
set clk_io_pct 0.2

create_clock -name clk0 -period $clk_period

set non_clock_inputs [all_inputs -no_clocks]
set_input_delay [expr $clk_period * $clk_io_pct] -clock clk0 $non_clock_inputs
set_output_delay [expr $clk_period * $clk_io_pct] -clock clk0 [all_outputs]
==> Changelog: implementation <==
### Metrics

- Run status: finished, violations left
- Violated checks: negative setup slack
- HP Start: in2[31]
- Ports: 162
- Cell area after synthesis: roughly 800 µm²
- ANT nets after route: 0
- Worst setup SP type: primary input
- Number of cells in Yosys stat: 39
- Core Region: 4120 µm²
- Detail-routed via count per cell: 4.65
- Main logic family: multiplexers
- Ant. Diodes: 0
- Routability Congestion: 0.913
- Period utilisation layout: 1.22
- Post-DP HPWL: 5.23 mm
- Floorplan core density: 0.198
- Simple Share, Synth: 0
- Total chip power: 760 µW
- CP startpoint: sel[0]
- Mapped Cells: 39
- Vias in the first global route: 1409
- Yosys top cell by instances: mux4_2
- Clock buf count: 0
- Worst setup margin: -0.237 ns
- Ys Warns: 0
- Multiplexer share: 0.894
- RSZ-0062 raised after global routing: true
- Crit-path max FO: 8
- CP Capture Type: output port
- Max_cap viols: 0
- Worst min path class: primary input to output port
- Vias: 1177
- Final setup TNS: -6.90 ns
- Total Routing Usage GR: 0.159
- Synth cell types: 5
- Final-report max-slew violation count: 0
- Critical path class: primary input to output port
- # DRC: 0
- CP Data Required Time: 0.88 ns
- Most common library cells after synthesis: mux4_2, buf_12, buf_2
- Final hold violation count: 0
- First drt pass iteration count: 4
- Post-Place Setup Slack: -0.851 ns
- Die area: 7400 µm²
- Yosys xor share: 0
- Fmax: 0.748 GHz
- Routed wire length: 6.03 mm
- WL/cell: between 20 and 25 µm
- Top cells, area: mux4_2, buf_12, mux4_1
- Final Critical Period: between 1 and 1.5 ns
- DIE WIDTH: 86 µm
- Fill count: 410
- Seq Cell Count: 0
- AND-OR/OR-AND Cells, Area Fraction: 0
- Dominant cell type by area after synthesis: mux4_2
- Register area: 0 µm²
- Yosys stat area: ~800 µm²
- Critical path arrival: ~1.1 ns
- Rows: 23
- Area share, top type: 0.829
- GRT overflow: 0
- Initial antenna violation count: 0
- Worst Max-Slew Pin Slew: 0.103 ns
- Util after Layout: 0.556
- Adder Area Share: 0
- Layout cell share with drive strength beyond 1: 0.369
- Port Buf Inserts: 162
- Worst vdd ir: 0.185 mV
- Global-route wire length before repair: 8.83 mm
- Average size of a mapped cell: about 21 µm²
- Synth Seq Share: 0
- Die Ht: 86 µm
- Iter 0 DRT Violations: 22
- Log Warnings: 36
- PD cells: 332 nW/µm²
- Area grow syn2layout: 181%
- Cell leakage power: approximately 1.1 nW
- Pin count of the biggest net entering global routing: 17
- Max_slew headroom: 0.932
- # setup viols final: 32
[area by class of cell]
| class | instances | area [µm²] | share of cell area |
|---|---|---|---|
| Multi-Input combinational cell | 32 | 721 | 0.315 |
| Timing Repair Buffer | 171 | 1500 | 0.658 |
| Tap cell | 50 | 62.6 | 0.0274 |
[cells by family (layout without fill, tap and decap cells)]
family / after synthesis / after routing
buffers and inverters: 7 / 171
multiplexers: 32 / 32
[routing by layer]
layer | part of all wire | track usage | wire length (µm)
met2 | 0.53 | 0.284 | 3200
met4 | 0.0056 | 0.00749 | 34
met5 | 0 | 0 | 0
met3 | 0.11 | 0.0620 | 638
met1 | 0.36 | 0.186 | 2160
[cells in the final DEF, fill, tap and decap left out]
| cell | n |
|---|---|
| buf_12 | 4 |
| buf_16 | 3 |
| buf_2 | 32 |
| buf_4 | 3 |
| bufbuf_16 | 1 |
| clkdlybuf4s15_1 | 4 |
| dlygate4sd2_1 | 124 |
| mux4_2 | 32 |
[worst max-delay path, stage by stage]
cell and delay [ns]:
buf_12 0.12, buf_12 0.14, mux4_2 0.50, buf_2 0.14
[path summary, 6_finish.rpt]
kind | endpoint | slack (ns) | depth (start not counted)
worst min-delay path | out[31] | 0.91 | 3
worst max-delay path | out[16] | -0.24 | 4
[power by group]
part           switching, mW  internal, mW
Clock                      0             0
Sequential                 0             0
Combinational          0.194         0.566
[timing repair]
action,CTS,global route
cloned,4,0
endpoints found under the hold margin,0,0
resized,247,0
buffers inserted,0,1
setup endpoints to repair,32,32
hold buffers,0,0
[metrics by stage]
stage | instances | cell area (µm²) | hold slack [ns]
final | 253 | 2290 | 0.906
after global routing | 253 | 2290 | 0.932
after global placement | 248 | 2470 | 1.34
after detailed placement | 248 | 2470 | 1.33
after CTS | 252 | 2280 | 0.881
after floorplan | 39 | 823 | 0.526
Power is estimated from default activity; no workload was simulated.
