--- flow/config.mk ---
export PLATFORM = sky130hd
export DESIGN_NAME = regfile
export DESIGN_NICKNAME = regfile
export VERILOG_FILES = /design/flow/design.v
export SDC_FILE = /design/flow/constraint.sdc
export NUM_CORES = 4
export LEC_CHECK = 1
export CORE_UTILIZATION = 30
--- flow/constraint.sdc ---
current_design regfile

set clk_period 8.9
set clk_io_pct 0.2

create_clock -name clk0 -period $clk_period [get_ports {clk}]

set non_clock_inputs [all_inputs -no_clocks]
set_input_delay [expr $clk_period * $clk_io_pct] -clock clk0 $non_clock_inputs
set_output_delay [expr $clk_period * $clk_io_pct] -clock clk0 [all_outputs]
--- flow/design.v ---
module regfile #(parameter WIDTH=32, ADDR=5, SP_INIT='h8000)
(
    input logic clk,
    input logic reset_n,
    input logic wr_en,
    input logic [ADDR-1:0] rs1,
    input logic [ADDR-1:0] rs2,
    input logic [ADDR-1:0] rd,
    output logic [WIDTH-1:0] rdata1,
    output logic [WIDTH-1:0] rdata2,
    input logic [WIDTH-1:0] wdata
);
localparam nENTRY = 2**ADDR;
logic [WIDTH-1:0] data [nENTRY];
assign rdata1 = (rs1 == 0) ? 32'd0 : data[rs1];
assign rdata2 = (rs2 == 0) ? 32'd0 : data[rs2];
always_ff @(negedge clk) 
    if(!reset_n) begin
        for(int i = 0; i < nENTRY; i++)
            data[i] <= 0;
        data[2] <= SP_INIT;
    end
    else if(wr_en)
        data[rd] <= wdata;
endmodule
--- flow/run.sh ---
#!/bin/bash
# OpenROAD 26Q1-2900-gdf79404cd8, Yosys 0.63+post, stock flow scripts
make -C /OpenROAD-flow-scripts/flow DESIGN_CONFIG=/design/flow/config.mk WORK_HOME=/design/flow/orfs finish
==> reports/summary.txt <==
Slowest-stage cell, CP: mux4_2
FP Core Util: 30.3%
Clock group share of total power: 45.9%
WP data arrival: 7.12 ns
Vias/cell: 5.19
Area delta synth->final: 25.7%
Total CTS buffers: 104
# hold bufs at CTS: 0
Vias: 36600
Tool warnings: 1030
XOR-XNOR Cells, Area Fraction: 0%
Most numerous logic cell after layout: inv_1
Crit-path max FO: 2
Worst min path class: in -> out
Main logic family: multiplexers
Slew Viols, Final: 0
Synthesized area: 0.0544 sq mm
Count of buffers from port buffering: 113
Mean Syn Cell Area: 15.3 sq um
Post-DRT Antenna Nets: 0
TritonCTS Sinks: 1024
Chip area in the Yosys report: 0.0544 sq mm
Post-synth top area cell: edfxtp_1
Chip area: 0.183 sq mm
Die W: 428 um
Worst hold stages: 4
Vias in the first global route: 41000
Crit path depth: 5
Hold path endpoint: rdata2[27]
Status: completed
Adder Area Share: 0%
GP Congestion: 0.895
DP Wirelength: 107000 um
GR Overflow Total: 0
Internal: 9.48 mW
Max reg flops: 1024
RSZ-0062 raised after global routing: yes
#FFs+latches synth: 1024
Post-synth top area share: 56.5%
Core region area: 0.179 sq mm
Sequential share of power: 42.3%
Max-cap violation count: 0
CP cell instances: mux4_2, a22o_1, a211oi_1, nor3_2, clkdlybuf4s15_1
Post-synthesis cell count from yosys: 3550
Seq/Total Area, Yosys: 56.5%
Routing usage on met3: 15.0%
1st-iter DRT viols: 1920
Most frequently used flop master after synthesis: edfxtp_1
Worst Tran Pin Value: 1.02 ns
Share of cells above drive strength 1: 24.3%
Iteration tally of the first detailed-router pass: 4
Reg with most FFs: data
Met1 GRT Util: 20.9%
Post-synth EDFFs: 1024
Pwr dens: 198 mW/mm^2
Area fraction in compound gates: 3.96%
DRC: 0
Gate Count Post-Synth: 3550
Multiplexer share of the synthesized area: 23.0%
Leakage: 27.1 nW
Logic pwr share: 11.8%
Overall routing resource usage: 21.5%
Buf/Inv on CP: 1
Met2 Resource Use GR: 33.4%
Final hold vios: 0
DIE HEIGHT: 428 um
H-Tree Depth: 3
Reg clk slew, reported paths: 0.03 ns
Number of distinct library cells after synthesis: 40
Hold Crit Start: rs2[4]
Worst path top cell family by delay: AND-OR/OR-AND gates
Synth Warn #: 1
Rows: 155
Ys async rst share: 0%
Most used routing layer: met2
Top Layout Cells: 1048 x inv_1, 1026 x and2_1, 1024 x edfxtp_1
Critical Setup Path Class: reg -> out
NetSw: 4.08 mW
Type of destination of the critical path: output pin
Sw Ratio: 30.1%
Antenna violations before repair: 4
CP startpoint kind: flip-flop
Slew HR: 32.1%
Crit path DRT: 7.12 ns
Setup WS pre-CTS: 0.0785 ns
TritonCTS clock tree: yes
First-pass GRT wire length: 267000 um
Clock buffer depth: 3
Root buf cell: clkbuf_16
Top Registers: data (1024)
Peak supply drop: 151 uV
Crit-path max cell delay: 0.48 ns
Top cells by area: edfxtp_1 57%, mux4_2 19%, and2_1 12%
Io pins: 114
Pin count of the biggest net entering global routing: 95
Final hold slack: 4.31 ns
Final setup vio count: 0
WL final: 186000 um
DR WL/cell: 26.3 um
Fin worst setup slack: 0.00487 ns
Simple-gate share of the synthesized area: 13.2%
## final cells by class
cell class | instances | area (sq um)
fill | 16200 | 111000
clock buffer | 107 | 2680
timing repair buffer | 323 | 3470
sequential | 1024 | 30700
clock inverter | 1100 | 4560
multi-input combinational | 2130 | 24000
inverter | 1 | 3.75
antenna | 5 | 12.5
tap | 2355 | 2950
## per-stage QoR
| step | TNS (ns) | total power, mW | util [%] | std cells | instance area, sq um |
|---|---|---|---|---|---|
| global placement | 0 | 7.95 | 33.3 | 5834 | 59800 |
| finish | 0 | 13.6 | 38.1 | 7045 | 68400 |
| floorplan | -370.26 | 7.26 | - | 3550 | 54400 |
| global route | -0.120 | 14.3 | 38.1 | 7041 | 68400 |
| CTS | -0.497 | 13.7 | 38.1 | 7034 | 68300 |
| detailed placement | 0 | 7.96 | 33.3 | 5834 | 59800 |
## metal layers
metal | up-vias | part of all wire [%]
met5 | - | 0.0070
met4 | 2 | 5.2
met3 | 396 | 14
met2 | 2262 | 50
met1 | 18000 | 31
li1 | 15900 | -
## tightest hold or removal path, cell delays in order
cell            delay [ns]
buf_4                 0.27
a211oi_1              0.15
a211oi_2              0.18
dlymetal6s2s_1        0.12
## worst max-delay path by stage
| stage | startpoint | end | slack (ns) |
|---|---|---|---|
| 4_1_cts | data[29][27] | rdata1[27] | -0.14 |
| 5_1_grt | data[29][18] | rdata2[18] | -0.04 |
| 6_report | data[31][10] | rdata2[10] | 0.005 |
## what timing repair did
action	4_1_cts	5_1_grt
resized	338	48
buffers inserted	11	10
endpoints found under the setup margin	64	43
pin swaps	105	37
## kinds of logic (layout without fill, tap and decap cells)
| family | count (synthesis) | count (layout) |
|---|---|---|
| mux | 659 | 659 |
| buf+inv | 396 | 1531 |
| compound gates | 294 | 294 |
| flops | 1024 | 1024 |
| other cells | 0 | 5 |
| simple gates | 1177 | 1177 |
## synth_stat cells, drive strengths merged, types with 12 or more instances
library cell and n:
buf 112, o21ai 32, clkbuf 282, nand2 12
o221ai 26, nor2b 17, o22ai 82, edfxtp 1024
a2111oi 29, nor3 52, mux2 37, a211oi 43
nor2 37, and2 1027, mux2i 152, mux4 470
a22oi 14, a22o 48
## power groups by stage
stage / clock network, mW / logic [mW] / registers, mW
CTS: 6.39 / 1.60 / 5.73
global route: 6.92 / 1.67 / 5.75
finish: 6.22 / 1.60 / 5.73
Power is estimated from default activity; no workload was simulated.
